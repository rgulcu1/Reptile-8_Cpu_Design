`flow/config.mk`:
```
export PLATFORM = sky130hd
export DESIGN_NAME = play_matchstick_game
export DESIGN_NICKNAME = play_matchstick_game
export VERILOG_FILES = /design/flow/design.v
export SDC_FILE = /design/flow/constraint.sdc
export NUM_CORES = 4
export LEC_CHECK = 1
export CORE_UTILIZATION = 50
```
`flow/constraint.sdc`:
```
current_design play_matchstick_game

set clk_period 3.3
set clk_io_pct 0.2

create_clock -name clk0 -period $clk_period [get_ports {clk}]

set non_clock_inputs [all_inputs -no_clocks]
set_input_delay [expr $clk_period * $clk_io_pct] -clock clk0 $non_clock_inputs
set_output_delay [expr $clk_period * $clk_io_pct] -clock clk0 [all_outputs]
```
`flow/design.v`:
```
module debounced(dsin, dsout_wire, clk);
	input dsin;
	output dsout_wire;
	assign dsout_wire = dsout;
   reg dsout;
	input clk;
	reg [25:0] clk1;
	always @(posedge clk)
	begin
		clk1 <= clk1 + 1;
	end
	reg [127:0] cnt;
	always @(posedge clk1[11])
		cnt <= {cnt[126:0],dsin};
	always @(posedge clk)
	begin
		if (cnt==128'hFFFFFFFFFFFFFFFFFFFFFFFFFFFFFFFF)
			dsout<= 1'b1;
		else if(cnt == 128'h00000000000000000000000000000000)
			dsout <= 1'b0;
	end
	initial
		begin
			cnt <= 128'h00000000000000000000000000000000;
			dsout <= 1'b0;
		end
endmodule
module play_matchstick_game(clk, ds, pushbutton1, pushbutton2, display, grounds, entered_num );
input clk;
input [3:0] ds;
input pushbutton1;
input pushbutton2;
wire pb1;
wire pb2;
assign pb1 = ~pushbutton1;
assign pb2 = ~pushbutton2;
wire d_pb1;
wire d_pb2;
wire correctness_wire;
reg correctness;
assign correctness_wire = correctness;
reg [7:0] sum;
wire [7:0] sum_wire;
assign sum_wire = sum;
reg [1:0] state;
wire [3:0] turn_wire;
reg [3:0] turn;
assign turn_wire = turn;
output wire [3:0] entered_num;
reg [7:0] max_val;
output wire [3:0] grounds;
output wire [6:0] display;
show_ssegment ssdisplay (.clk(clk), .grounds(grounds), .display(display), .turn(turn_wire), .sum(sum_wire), .correctness(correctness_wire));
take_dipswitches take_ds (.ds(ds), .pushbutton1(d_pb1), .outValue(entered_num));
debounced debounced_pb1 (.dsin(pb1), .dsout_wire(d_pb1), .clk(clk));
debounced debounced_pb2 (.dsin(pb2), .dsout_wire(d_pb2), .clk(clk));
always @(negedge d_pb1 or posedge d_pb2) 
   begin
		if(d_pb2)
				begin
					sum <= 100;
					state <= 2'b00;
					turn <= 1;
					max_val <= 10;
					correctness <= 1;
				end
		else
			begin
			case(state)
			2'b00:
				begin
							if (sum <= max_val)
								max_val = sum;
							if(entered_num > 0 && entered_num <= max_val )
								begin
									correctness = 1;
									sum <= sum - entered_num;
									turn <= 2; 
								if(sum == 0)  
									state<=2'b10;
								else
									state <= 2'b01;
								end
							else if(entered_num == 0)
								state <= state;
							else
								begin
									correctness = 0;
									state<=state;
									turn <= 1;
								end
				end
					2'b01:
						begin
									if (sum <= max_val)
										max_val = sum;
									if(entered_num > 0 && entered_num < (max_val +1))
										begin
											correctness = 1;
											sum <= sum - entered_num;
											turn<=1;
											if(sum == 0)   
												state<=2'b10;
											else
												state<=2'b00;
										end
									else if(entered_num == 0)
										state <= state;
									else
										begin
											correctness = 0;
											state<=state;
											turn <= 2;
										end
							end
					default:
						state<=state;
			endcase
		end
	end
initial
    begin
      sum <= 100;
		state <= 2'b00;
		turn <= 1;
		max_val <= 10;
		correctness <= 1;
    end
endmodule
module show_ssegment( clk, grounds, display, turn, sum, correctness );
input clk;
input correctness;
output reg [3:0] grounds;
output reg [6:0] display;
input wire [3:0] turn;
input wire [7:0] sum;
reg [3:0] data1;
reg [3:0] data2;
reg [6:0] display1;
reg [6:0] display2;
reg [6:0] display3;
reg [6:0] display4;
reg [25:0] clk1;
reg [1:0] count;
always @(posedge clk)
	begin
		clk1 <= clk1 + 1;
	end
always @(posedge clk1[14])
	begin
		count <=count+1;
		grounds <= {grounds[2:0],grounds[3]};
	end
always @(*)
	begin
		case(count)
			0: display = display1;
			1: display = display2;
			2: display = display3;
			3: display = display4;
			default : display = display;
		endcase
	end
always @*
	begin
		if (correctness ==1)
			begin
				case(sum)
				0:
					begin
						display1=7'b0000001;  
						case (turn)  
							1:display2=7'b0110000; 
							2:display2=7'b1101101;
							default display2=7'b0000001;
						endcase
						display3=7'b0000001;  
						display4=7'b0000001;  
					end
				100: 
					begin
						display1=7'b0110000;  
						display2=7'b0110000;  
						display3=7'b1111110;  
						display4=7'b1111110;  
					end
				default: 
					begin
						data1 = sum / 10;
						data2 = sum % 10;
						case (turn)  
							1:display1=7'b0110000; 
							2:display1=7'b1101101;
							default display1=7'b0000001;
						endcase
						display2=7'b1111110;  
						case(data1)
							0:display3=7'b1111110; 
							1:display3=7'b0110000;
							2:display3=7'b1101101;
							3:display3=7'b1111001;
							4:display3=7'b0110011;
							5:display3=7'b1011011;
							6:display3=7'b1011111;
							7:display3=7'b1110000;
							8:display3=7'b1111111;
							9:display3=7'b1111011;
							default display3=7'b1111111;
						endcase
						case(data2)
							0:display4=7'b1111110; 
							1:display4=7'b0110000;
							2:display4=7'b1101101;
							3:display4=7'b1111001;
							4:display4=7'b0110011;
							5:display4=7'b1011011;
							6:display4=7'b1011111;
							7:display4=7'b1110000;
							8:display4=7'b1111111;
							9:display4=7'b1111011;
							default display4=7'b1111111;
						endcase
					end
			endcase
			end
		else
			begin
				case (turn)  
					1:display1=7'b0110000; 
					2:display1=7'b1101101;
					default display1=7'b0000001;
				endcase
					display2=7'b0000001;  
					display3=7'b0000001;  
					display4=7'b0000001;  
			end
	end
initial 
	begin
		grounds=4'b1110;
		display1=7'b0110000;
		display2=7'b0110000;
		display3=7'b1111110;
		display4=7'b1111110;
	end
endmodule
module take_dipswitches(input [3:0] ds, input pushbutton1, output[3:0] outValue);
	wire [3:0] switch;
	assign switch = ds;
	assign outValue = entered_num;
	reg[3:0] entered_num;
always @(posedge pushbutton1)
	begin
		entered_num <= switch;
	end
initial
    begin
		entered_num = 0;
	 end
endmodule
```
`flow/run.sh`:
```
#!/bin/bash
# OpenROAD 26Q1-2900-gdf79404cd8, Yosys 0.63+post, stock flow scripts
make -C /OpenROAD-flow-scripts/flow DESIGN_CONFIG=/design/flow/config.mk WORK_HOME=/design/flow/orfs finish
```
==> summary.txt <==
Figures from the implementation reports.

- The vertical die dimension reported for this design is 150 µm.
- The initial antenna violation count is 0.
- Across all checked pins, the minimum headroom to the slew limit is 0.382.
- Counting flops and latches in the post-synthesis netlist gives 328.
- The share of synthesized area occupied by flip-flops and latches is 0.613.
- Of the total power, the clock network draws 0.485.
- The power density over cell area reads 84.4 nW/µm².
- Per the cell usage report, the commonest logic cells after layout are 305 x sky130_fd_sc_hd__dfxtp_1, 94 x sky130_fd_sc_hd__nand4_1, 83 x sky130_fd_sc_hd__nor4_1.
- Per the detailed-route log, wirelength across all metal layers totals 17700 µm.
- The launching point of the worst reg2reg path reads ssdisplay.clk1[0].
- Across the run, the number of max-cap violations was 0.
- The reg-to-reg critical path endpoint reads ssdisplay.clk1[14].
- The highest routed metal layer is met4.
- The actual transition at the worst max-transition pin reads 0.921 ns.
- The wire length the detailed router placed on met1 is 9920 µm.
- The combinational cell fraction of total power reads 0.008.
- The number of unconstrained endpoints is 302.
- The share of the core area taken by cells at floorplan is 0.514.
- The data arrival time of the critical path is 1.52 ns.
- The hold buffer count at CTS is 0.
- The number of antenna cells inserted is 0.
- The flow ran to the end, and the final reports show no timing, DRC or antenna violations.
- The number of global-route vias before repair reads 6140.
- The number of different library cells in the post-synthesis netlist reads 70.
- Setup repair after global routing left no endpoint under its margin.
- Counting the warning lines in the Yosys log gives 4.
- The number of buffer cells added on primary ports reads 21.
- TritonCTS built the clock tree.
- For this block, the initial DRC count from the detailed router was 222.
- The synthesized instance count reads 979.
- The power report attributes to the sequential group a share of 0.507.
- Per the final layout report, the fraction of cells sized above drive strength 1 comes to 0.0393.
- The timer found 287 register pins that no clock reaches; their paths are not timed.
- STA classifies the critical path startpoint as a flop.
- The number of search-and-repair iterations in the first detailed-routing pass reads 4.
- The weighted congestion reported at the end of routability-driven placement reads 0.875.
- The worst reg-to-reg setup slack is 1.94 ns.
- The maximum buffer depth of the clock tree reads 2.
- The number of primary I/O pins reads 22.
- Detailed routing placed a total of 491 µm of wire on met3.
- The HPWL after detailed placement is 13300 µm.
- The remaining design rule violation count reads 0.
- The first global-routing pass estimated 29500 µm of wire.
- The maximum frequency from static timing analysis reads 736 MHz.
- The total overflow reported by the global router reads 0.
- Per the post-place timing report, worst setup slack is 1.95 ns.
- The post-CTS setup buffer count reads 0.
- The slack of the critical path is 1.94 ns.
- The net switching share of the total power is 0.196.
- The worst min-delay path class is flop to flop.
- The area added between synthesis and finish reads 6.11%.
- The area of the mapped netlist reads 10900 µm².
- The power dissipated by switching net loads is 0.192 mW.
- In the CTS report, the clock slew at the register clock pins of the worst setup and hold paths is listed as 0.06 ns.
- The critical path class reads flop to flop.
- The width of the chip reads 150 µm.
- STA classifies the critical path endpoint as a flop.
- The launch point of the critical path reads ssdisplay.clk1[0].
- The worst supply voltage drop on vdd is 0.000248 V.
- The number of nets with antenna violations after detailed routing reads 0.
- The global-route usage over all layers is 0.167.
- In the synthesized netlist the dominant register cell turns out to be sky130_fd_sc_hd__dfxtp_1.
- Endpoints with negative setup slack in the final report add up to 0.
- As reported, the later end of the worst-skew pair has a clock insertion delay of 0.28 ns.
- The filler cells instantiated in the layout total 1868.
- The tree is rooted in a sky130_fd_sc_hd__clkbuf_16.
- The final cycle utilization of the critical path reads 0.412.
- The floorplan step defined a die boundary enclosing 22400 µm².
- Once the clock tree was built, the resizer swapped 0 gates to a different size.
- The worst hold path begins at ssdisplay.clk1[0].
- The commonest non-fill, non-tap cell in the layout is sky130_fd_sc_hd__dfxtp_1.
- In the synthesis report, Yosys lists the chip area as 10900 µm².
- The depth of the CTS H-tree reads 2.
- The internal power contribution reads 0.784 mW.
- In the synthesized netlist the async set-or-reset flop fraction comes to 0.0640.
- The count of endpoints failing hold in the final timing report is 0.
- The per-cell via count in the routed design is 5.38.
- Entering global routing, the biggest net connects 102 pins.
- The maximum fanout encountered on the critical timing path is 4.
- The routed length per instance reads 14.0 µm.
- The time the worst path needs with I/O delays and setup reads 1.36 ns.
- In this run the worst setup path terminates at ssdisplay.clk1[14].
- The post-synth tally of flip-flops with integrated enable is 0.
- The number of pins with negative max-slew slack in the final report is 0.
- The depth of the worst register-to-register path is 5.
- The total met2 wirelength after detailed routing is 7270 µm.
- The script extracted a total leakage power of 4.34 nW.
- The number of logged tool warnings reads 38.
- The total CTS buffers is 5.
- The number of placement rows is 53.
- The combined flip-flop and latch cell area is 6690 µm².
- The mean instance size in the synthesized netlist reads 11.1 µm².
- The combinational cell area excluding buffers and inverters is 3970 µm².
- The floorplan step defined a core boundary enclosing 21200 µm².
- The worst-case clock skew is 0.00704 ns.
- The total number of vias reads 6815.
- The accumulated negative setup slack reads 0 ns.
- Yosys stat counts 979 cells in the synthesized netlist.
- The required time of the worst setup path reads 3.46 ns.
per-stage QoR:
step	hold slack [ns]	cells	util	power (mW)	instance area [µm²]
detailed placement	0.399	1259	0.538	0.514	11400
global route	0.430	1267	0.545	1.01	11600
CTS	0.417	1267	0.545	0.994	11600
floorplan	0.379	979	-	0.507	10900
global placement	0.394	1259	0.538	0.514	11400
finish	0.414	1267	0.545	0.976	11600
layout make-up:
class                           count  area share
Timing Repair Buffer               27      0.0221
Clock inverter                      3     0.00216
Multi-Input combinational cell    587       0.343
Sequential cell                   328       0.578
Inverter                           42      0.0138
Clock buffer                        5      0.0108
Tap cell                          275      0.0297
cell usage after synthesis (all sizes together) (5+ instances only):
master / number / area [µm²]
nand2: 46 / 173
a21o: 6 / 45.0
nand3: 30 / 150
nor2b: 11 / 71.3
ha: 39 / 488
dfxtp: 307 / 6150
buf: 5 / 31.3
nor2: 40 / 153
nand4: 94 / 588
dfrtn: 14 / 350
o211ai: 7 / 66.3
inv: 40 / 153
nand2b: 5 / 31.3
xor2: 12 / 105
o31ai: 8 / 65.1
o21ai: 32 / 160
a211oi: 6 / 50.1
nor3: 11 / 55.1
xnor2: 36 / 315
dfstp: 7 / 184
mux2i: 10 / 100
a31oi: 8 / 50.1
a21oi: 32 / 160
and3: 10 / 62.6
or4: 8 / 60.1
nor4: 83 / 519
clkbuf: 17 / 63.8
registers in the layout, summed over array words and instances, names as in the netlist, 4 cells and up:
signal,count
debounced_pb1.clk1,12
debounced_pb1.cnt,128
max_val,8
sum,8
debounced_pb2.clk1,12
take_ds.entered_num,4
ssdisplay.clk1,15
ssdisplay.grounds,4
debounced_pb2.cnt,128
worst min path at each step:
stage / to / slack [ns] / cells past startpoint
CTS: ssdisplay.clk1[0] / 0.42 / 1
global route: ssdisplay.clk1[0] / 0.43 / 1
finish: ssdisplay.clk1[0] / 0.41 / 1
layer usage:
| layer | vias up | track usage |
|---|---|---|
| met4 | 0 | 0.00606 |
| met5 | - | 0 |
| met3 | 4 | 0.00932 |
| met2 | 70 | 0.239 |
| li1 | 3659 | - |
| met1 | 3082 | 0.308 |
cells by family after synthesis:
logic type | share of synthesized area
DFF | 0.613
buffers and inverters | 0.0234
adders and majority gates | 0.0476
muxes | 0.0123
and+or+nand+nor | 0.181
AOI/OAI and AO/OA | 0.0842
xor gates and xnor gates | 0.0386
critical path, stage by stage (launching register included):
cell and delay [ns]:
sky130_fd_sc_hd__dfxtp_1 0.37, sky130_fd_sc_hd__ha_1 0.22, sky130_fd_sc_hd__nand3_1 0.16, sky130_fd_sc_hd__nor2_1 0.24
sky130_fd_sc_hd__nand3_1 0.12, sky130_fd_sc_hd__xnor2_1 0.13
power groups by stage:
stage / clock, mW / combinational, mW / sequential [mW]
after global routing: 0.509 / 0.00842 / 0.494
final: 0.473 / 0.00807 / 0.494
after CTS: 0.492 / 0.00833 / 0.494
No activity file was given, so power comes from the tool's default toggle rates.
