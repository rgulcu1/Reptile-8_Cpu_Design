--- design/flow/run.sh ---
#!/bin/bash
# OpenROAD 26Q1-2900-gdf79404cd8, Yosys 0.63+post, stock flow scripts
make -C /OpenROAD-flow-scripts/flow DESIGN_CONFIG=/design/flow/config.mk WORK_HOME=/design/flow/orfs finish
--- design/flow/config.mk ---
export PLATFORM = sky130hd
export DESIGN_NAME = ALU
export DESIGN_NICKNAME = ALU
export VERILOG_FILES = /design/flow/design.v
export SDC_FILE = /design/flow/constraint.sdc
export NUM_CORES = 4
export LEC_CHECK = 1
export CORE_UTILIZATION = 40
--- design/flow/constraint.sdc ---
current_design ALU

set clk_period 9.8
set clk_io_pct 0.2

create_clock -name clk0 -period $clk_period

set non_clock_inputs [all_inputs -no_clocks]
set_input_delay [expr $clk_period * $clk_io_pct] -clock clk0 $non_clock_inputs
set_output_delay [expr $clk_period * $clk_io_pct] -clock clk0 [all_outputs]
--- design/flow/design.v ---
module ALU(sum,src1,src2,zeroFlag,aluControl);
output [15:0] sum;
input [15:0] src1,src2; 
input [5:0] aluControl;
output zeroFlag;
wire[15:0] firstMuxResult;
always @(*)
begin
    case(aluControl[2:0])
        3'b000: firstMuxResult = src1;
        3'b001: firstMuxResult = ~src1;
        3'b010: firstMuxResult = src1 + 16'h0001;
        3'b011: firstMuxResult = src1 - 16'h0001;
        default: firstMuxResult=16'bx;	
    endcase
end
always @(*)
begin
    case(aluControl[5:3])
        3'b000: sum = src1 + src2;
        3'b001: sum = src1 - src2;
        3'b010: sum = src1 & src2;
        3'b011: sum = src1 | src2;
        3'b100: sum = src1 ^ src2;
        3'b111: sum = firstMuxResult;
        default: sum=16'bx;	
    endcase
    zeroFlag =~(|sum);
end
endmodule
==> results.yml <==
# physical design summary
status:
  status: "finished clean"
die:
  num_io_pins: 55
  die_x_um: 90.79
  die_height_um: 90.79
  row_count: 32
  floorplan.core_util: 0.4102
  chip_area_um2: 8242
  core_area_um2: 7687
global_routing:
  first_global_vias: 3009
  grt-ovfl-total: 0
  grt_pass1_wl_um: 14990
  track_usage: 0.2273
  antenna_found_initial: 0
  grt_max_degree: 30
timing:
  finalHoldViolCount: 0
  worst_pin_slew_ns: 0.5817
  timing.setup.tns_ns: 0
  slew_violations: 0
  period_minus_slack_ns: 9.041
  relSlewSlack: 0.6110
  rsz0062_at_grt: "no"
  setup_viol: 0
  fin_crit_sh: 0.9225
  fmax_mhz: 110.6
detailed_routing:
  drt_drc_violations_left: 0
  final_antenna_net_count: 0
  drt_iter0_drc: 122
  vias_per_cell: 5.463
  vias: 3212
  routedWlPerCell_um: 15.55
  drtPass1Iterations: 4
  drt_wl_total_um: 9144
  antenna_cells_inserted: 0
worst_setup_path:
  start_kind: "input pin"
  end_kind: "primary output"
  cp.arrival_ns: 7.08
  slowest_delay_ns: 0.71
  worstPathMaxFanout: 16
  critPathKind: "in -> out"
  crit_chain: "clkdlybuf4s50_1, nor2_1, and2_1, a21oi_1, xnor2_1, ha_1, a21o_1, or3_1, o21ai_0, xor2_1, a221oi_2, or4_1, or4b_1, or4_1, nor4_2, clkdlybuf4s50_1"
  slowest_stage: "clkdlybuf4s50_1"
  crit_required_ns: 7.84
min_path:
  hold_path.class: "in -> out"
pwr:
  p_leak_nw: 1.685
  total_power_w: 0.0002282
  vdd_drop_max_mv: 0.02677
  power.density_nw_per_um2: 60.53
finish:
  nFillCells: 792
  layout-drive-gt1-share: 0.04115
  area_growth_syn_to_layout_pct: 19.56
  postLayoutCoreUtil: 0.4904
  final_cell_mix: "ha_1 (62), clkdlybuf4s50_1 (55), inv_1 (42)"
  final_common_cell: "ha_1"
  stdcell_count: 588
  regArea_um2: 0
  ff_count: 0
  nClkBuffers: 0
flow_run:
  drv_cap: 0
  tool_warnings: 49
logic_synthesis:
  syn_area_um2: 3153
  syn_avg_cell_area_um2: 7.150
  synth_warnings: 14
  synth_cells: 441
  postSynthSeqShare: 0
  ys_cells: 441
  synth_chip_area_um2: 3153
  synth_cell_type_count: 70
clock_network:
  cts_setup_buffers: 0
  ctsResizeCount: 0
  cts_hold_buffers: 0
placement:
  portBuffers: 55
  place.gp.congestion: 0.9495
  dp_cells: 588
  dpl.hpwl_um: 7840
[routing by layer]
layer / part of all wire / vias to the layer above / routed length [um] / GRT usage
li1: - / 1696 / - / -
met1: 0.48 / 1410 / 4358 / 0.3140
met2: 0.46 / 90 / 4231 / 0.4034
met3: 0.039 / 16 / 360 / 0.008569
met4: 0.021 / 0 / 194 / 0.02910
met5: 0 / - / 0 / 0
[cell type report]
type	count	area (um2)	share of cell area
repair buffers	57	565.5	0.1500
multi-input cells	385	2912	0.7723
well taps	102	127.6	0.03385
inverters	44	165.2	0.04381
[synth_stat cells (6+ instances only)]
library cell,number,area share
o21ai_0,30,0.048
nand2_1,37,0.044
a21oi_1,24,0.038
nor2_1,34,0.040
a21o_1,9,0.021
mux2i_1,7,0.022
nand2b_1,7,0.014
a211oi_1,6,0.014
a221oi_1,7,0.019
a31oi_1,7,0.014
nand3_1,9,0.014
clkbuf_1,6,0.0071
nor2b_1,6,0.012
o221ai_1,8,0.022
xor2_1,12,0.033
ha_1,62,0.25
inv_1,42,0.050
xnor2_1,39,0.11
[where the power goes]
group	switching, W	internal (W)
Sequential	0	0
Clock	0	0
Combinational	0.000114	0.000114
Total	0.000114	0.000114
[worst max-delay path, delay by kind of cell]
kind	cells	cell delay, ns
buffers and inverters	2	1.20
AOI/OAI and AO/OA	4	0.63
and+or+nand+nor	7	2.63
adders and majority gates	1	0.33
xor gates and xnor gates	2	0.34
[kinds of logic (layout without fill, tap and decap cells)]
kind of cell | after synthesis | in the layout | share of synthesized area
AND-OR/OR-AND | 134 | 134 | 0.2901
AND/OR/NAND/NOR | 129 | 129 | 0.2107
adder cells (fa/ha/maj) | 64 | 64 | 0.2587
buffers and inverters | 56 | 101 | 0.07659
XOR/XNOR | 51 | 51 | 0.1417
multiplexers | 7 | 7 | 0.02222
[metrics by stage]
stage                     hold WS, ns  setup slack, ns  area, um2
after floorplan                 4.097            1.703       3153
after global placement          5.188           0.8726       3770
after detailed placement        5.166           0.7780       3770
after CTS                       5.180           0.7597       3770
after global routing            5.269           0.4237       3770
final                           5.192           0.7593       3770
[path summary, 6_finish.rpt]
kind | from | to | slack (ns) | cells past startpoint
min | src1[0] | sum[0] | 5.19 | 4
max | aluControl[4] | zeroFlag | 0.76 | 16
Power is estimated from default activity; no workload was simulated.
