### /design/flow/run.sh
#!/bin/bash
# OpenROAD 26Q1-2900-gdf79404cd8, Yosys 0.63+post, stock flow scripts
make -C /OpenROAD-flow-scripts/flow DESIGN_CONFIG=/design/flow/config.mk WORK_HOME=/design/flow/orfs finish
### /design/flow/constraint.sdc
current_design mult2_to_1_16

set clk_period 1.0
set clk_io_pct 0.2

create_clock -name clk0 -period $clk_period

set non_clock_inputs [all_inputs -no_clocks]
set_input_delay [expr $clk_period * $clk_io_pct] -clock clk0 $non_clock_inputs
set_output_delay [expr $clk_period * $clk_io_pct] -clock clk0 [all_outputs]
### /design/flow/config.mk
export PLATFORM = sky130hd
export DESIGN_NAME = mult2_to_1_16
export DESIGN_NICKNAME = mult2_to_1_16
export VERILOG_FILES = /design/flow/design.v
export SDC_FILE = /design/flow/constraint.sdc
export NUM_CORES = 4
export LEC_CHECK = 1
export CORE_AREA = 10 10 70 70
export DIE_AREA = 0 0 80 80
### /design/flow/design.v
module mult2_to_1_16(out, i0,i1,s0);
output [15:0] out;
input [15:0]i0,i1;
input s0;
assign out = s0 ? i1:i0;
endmodule
==> flow_metrics.py <==
# Metrics from the implementation run
metrics = {
    "yosys": {
        "synthTopCellsByCount": "mux2_4 (10), mux2_2 (6), buf_12 (1), buf_6 (1)",
        "ys_chip_area_um2": 249,
        "area_leaders": "mux2_4 (60%), mux2_2 (27%), buf_12 (8.0%)",
        "synthCells": 18,
        "synthDominantCellAreaShare_pct": 60.3,
        "syn_avg_cell_area_um2": 13.8,
        "mappedNetlistArea_um2": 249,
        "largest_area_cell": "mux2_4",
        "post-synth-top-count-cell": "mux2_4",
        "synth_cell_type_count": 4,
        "yosys_cells": 18,
        "yosys_warnings": 0,
        "ys_seq_share_pct": 0,
    },
    "final_timing": {
        "hold_viol": 0,
        "finalCritPeriodShare_pct": 106,
        "tightest_slew_ns": 0.0710,
        "rsz0062_at_grt": "true",
        "finalMaxSlewViolations": 0,
        "setup_viol": 16,
        "layout_setup_ws_ns": -0.0564,
        "hold_ws_ns": 0.794,
        "max-slew-margin-rel_pct": 95.3,
        "period_minus_slack_ns": 1.06,
        "max_freq_mhz": 947,
    },
    "worst_setup_path": {
        "cp_data_arrival_time_ns": 0.86,
        "crit_path_frequent_cell": "buf_12",
        "startpoint_type": "primary input",
        "cp_max_fo": 8,
        "critPathKind": "primary input to output port",
        "cp_slowest_stage_delay_ns": 0.30,
        "crit_chain": "buf_12 > buf_12 > mux2_4 > buf_6",
        "crit_required_ns": 0.80,
        "cpMaxStageDelayCell": "mux2_4",
        "cp-end-kind": "output port",
    },
    "power": {
        "p_leak_nw": 0.417,
        "ir_drop_mv": 0.151,
        "power_density_mw_per_mm2": 379,
    },
    "cells_and_area": {
        "fin_cells": 113,
        "regArea_um2": 0,
        "area_growth_pct": 219,
        "final_cell_area_um2": 795,
        "nClkBuffers": 0,
        "flops": 0,
        "final_layout_size_suffix_gt1_share_pct": 52.2,
    },
    "floorplan": {
        "chipArea_mm2": 0.00640,
        "pin_count": 49,
        "fp-utilization_pct": 7.29,
        "dieWidth_um": 80,
        "rows": 21,
        "core_mm2": 0.00342,
        "chipHeight_um": 80,
    },
    "routing": {
        "wl_um": 1410,
        "num_vias": 359,
        "postRouteAntennaNets": 0,
        "drc": 0,
        "first_pass_iters": 2,
        "n_antenna_cell": 0,
        "drt_iter0_markers": 2,
        "via_per_inst": 3.18,
        "wire_per_inst_um": 12.4,
    },
    "place": {
        "place_congestion": 0.815,
        "dpl_cell_area_um2": 786,
        "place_inst": 112,
        "dp_slack_ns": -0.853,
        "port_buffers": 49,
        "place_hpwl_um": 1220,
    },
    "grt": {
        "grt_max_degree": 9,
        "globalRoute.totalOverflow": 0,
        "antenna_found_initial": 0,
        "grt_pass1_vias": 430,
        "gr-usage-all-layers_pct": 4.20,
        "grt_pass1_wl_um": 2190,
    },
    "worst_hold_path": {
        "holdPathStages": 3,
        "hp-start": "i0[5]",
        "hold_end": "out[5]",
        "hold_path_class": "primary input to output port",
    },
    "status": {
        "status": "finished with violations",
        "violations": "negative setup slack",
    },
    "job": {
        "tool_warnings": 34,
        "max_cap_violations": 0,
    },
    "clocking": {
        "cts_hold_buf": 0,
    },
}
layout make-up:
cell class         count  area, µm²
fillers              374       2620
repair buffers        51        497
multi-input cells     16        240
well taps             46       57.6
logic make-up after synthesis:
group	synth area share, %
buffers and inverters	12.6
muxes	87.4
routing by layer:
layer	track usage [%]	share of wire [%]
met5	0	0
met4	0	0
met3	3.30	23
met2	4.49	24
met1	6.39	53
power by group:
part           switching [mW]  internal [mW]
registers                   0              0
logic                  0.0674          0.234
clock network               0              0
total                  0.0674          0.234
how the worst max path moves through the flow:
stage	start	cells after the start	to	slack, ns
after CTS	s0	4	out[15]	-0.06
after global routing	s0	4	out[6]	-0.07
final	s0	4	out[14]	-0.06
metrics by stage:
stage	power, mW	util (%)	TNS (ns)
6_report	0.301	23.3	-0.817
5_1_grt	0.326	23.3	-1.08
4_1_cts	0.286	22.3	-0.874
3_5_place_dp	0.319	23.0	-13.23
3_3_place_gp	0.319	23.0	-13.02
2_1_floorplan	0.0893	-	0
layout by cell type, fill, tap and decap left out:
master,count
buf_2,5
buf_6,11
buf_16,1
buf_12,2
mux2_4,16
dlygate4sd2_1,32
critical path: cells and delay by family:
family / cells / cell delay [ns]
muxes: 1 / 0.30
buffers and inverters: 3 / 0.36
repair_timing:
action                                  4_1_cts  5_1_grt
gates resized                               102        5
endpoints found under the setup margin       16       16
setup buffers                                 0        0
gates cloned                                  1        0
endpoints found under the hold margin         0        0
Power figures rest on the tool's default switching activity, not on a simulated workload.
